==> flow/design.v <==
module bypass(InstrFD, InstrDX, InstrXM, InstrMW, regAdx, OpXM, WB, Bxm, regBdx, ALUinA, ALUinB, dataMem, A_decode, B_decode, A, B, opALU, PC_dx, PC_xm, PC_mw, WE_wb);
    input[31:0] InstrFD, InstrDX, InstrXM, InstrMW, regAdx, OpXM, WB, Bxm, regBdx, A, B, opALU, PC_dx, PC_xm, PC_mw;
    input WE_wb;
    output[31:0] ALUinA, ALUinB, dataMem, A_decode, B_decode;
    wire[4:0] sw, lw;
    assign sw = 5'b00111;
    assign lw = 5'b01000;
    wire[31:0] intermA, intermA1, intermA2;
    assign intermA = (InstrDX[21:17] == InstrMW[26:22]) ? WB : regAdx;
    assign intermA1 = ((InstrDX[21:17] == InstrMW[26:22]) && (InstrDX[21:17] == 5'b0)) ? 32'b0 : intermA;
    assign intermA2 = ((InstrDX[21:17] == InstrXM[26:22])) ? OpXM: intermA1;
    assign ALUinA = ((InstrDX[21:17] == InstrXM[26:22]) && (InstrDX[21:17] == 5'b0)) ? 32'b0 : intermA1;
    wire[31:0] intermB, intermB1, intermB2;
    assign intermB = ((InstrDX[16:12] == InstrMW[26:22]) || ((InstrDX[31:27] == sw) && (InstrDX[26:22] == InstrMW[26:22]))) ? WB : regBdx;
    assign intermB1 = ((InstrDX[16:12] == InstrMW[26:22]) && (InstrDX[16:12] == 5'b0)) ? 32'b0 : intermB;
    assign intermB2 = (InstrDX[16:12] == InstrXM[26:22]) ? OpXM : intermB1;
    assign ALUinB = ((InstrDX[16:12] == InstrXM[26:22]) && (InstrDX[16:12] == 5'b0)) ? 32'b0 : intermB2;
    wire [4:0] opcodeD, rstatus, r31, bne, jal, jr, bex, setx;
    wire[31:0] bypassD_A, bypassD_A1, bypassD_A2, bypassD_B, bypassD_B1, bypassD_B2, bypassD_B3, bypassD_B4, bypassD_B5, bypassD_B6, bypassD_B7, bypassD_B8;
    assign opcodeD = InstrFD[31:27];
    assign rstatus = 5'd30;
    assign r31 = 5'd31;
    assign bne = 5'b00010;
    assign jal = 5'b00011;
    assign jr = 5'b00100;
    assign bex = 5'b10110;
    assign setx = 5'b10101;
    wire[31:0] dataMem1;
    wire write, equalRDs;
    assign writes = (InstrMW[31:27] == 5'd0) || (InstrMW[31:27] == 5'd5) || (InstrMW[31:27] == lw) || (InstrMW[31:27] == setx);
    assign equalRDs = (InstrMW[26:22] == InstrXM[26:22]);
    assign dataMem1 = ((writes && equalRDs) || ((InstrMW[31:27] == 5'd3) && (InstrMW[26:22] == 5'd31))) ? WB : Bxm;
    assign dataMem = (writes && equalRDs && (InstrXM[26:22] == 5'b0)) ? 32'b0 : dataMem1;
    wire[31:0] targetDX, targetXM, targetMW;
    assign targetDX[26:0] = InstrDX[26:0];
    assign targetDX[31:27] = 5'b0;
    assign targetXM[26:0] = InstrXM[26:0];
    assign targetXM[31:27] = 5'b0;
    assign targetMW[26:0] = InstrMW[26:0];
    assign targetMW[31:27] = 5'b0;
    wire isbranch;
    assign isbranch = (opcodeD == bne) || (opcodeD == jr) || (opcodeD == bex);
    assign bypassD_A = (InstrFD[21:17] == InstrMW[26:22]) ? WB : A;
    assign bypassD_A1 = (InstrFD[21:17] == InstrXM[26:22]) ? OpXM : bypassD_A;
    assign bypassD_A2 = (InstrFD[21:17] == InstrDX[26:22]) ? opALU : bypassD_A1;
    assign A_decode = (InstrFD[21:17] == 5'b0) ? 32'b0 : bypassD_A2;
    assign bypassD_B = (isbranch && (InstrFD[26:22] == InstrMW[26:22])) ? WB : B;
    assign bypassD_B1 = (isbranch && (InstrFD[26:22] == InstrXM[26:22])) ? OpXM : bypassD_B;
    assign bypassD_B2 = (isbranch && (InstrFD[26:22] == InstrDX[26:22])) ? opALU : bypassD_B1;
    assign bypassD_B8 = (isbranch && (InstrFD[26:22] == 5'b0)) ? 32'b0 : bypassD_B2;
    assign bypassD_B3 = ((InstrMW[31:27] == jal) && (InstrFD[26:22] == r31)) ? PC_mw : bypassD_B8;
    assign bypassD_B4 = ((InstrXM[31:27] == jal) && (InstrFD[26:22] == r31)) ? PC_xm : bypassD_B3;
    assign bypassD_B5 = ((InstrDX[31:27] == jal) && (InstrFD[26:22] == r31)) ? PC_dx : bypassD_B4;
    assign bypassD_B6 = ((InstrMW[31:27] == setx) && (InstrFD[26:22] == rstatus)) ? targetMW : bypassD_B5;
    assign bypassD_B7 = ((InstrXM[31:27] == setx) && (InstrFD[26:22] == rstatus)) ? targetXM : bypassD_B6;
    assign B_decode = ((InstrDX[31:27] == setx) && (InstrFD[26:22] == rstatus)) ? targetDX : bypassD_B7;
endmodule
==> flow/run.sh <==
#!/bin/bash
# OpenROAD 26Q1-2900-gdf79404cd8, Yosys 0.63+post, stock flow scripts
make -C /OpenROAD-flow-scripts/flow DESIGN_CONFIG=/design/flow/config.mk WORK_HOME=/design/flow/orfs finish
==> flow/config.mk <==
export PLATFORM = sky130hd
export DESIGN_NAME = bypass
export DESIGN_NICKNAME = bypass
export VERILOG_FILES = /design/flow/design.v
export SDC_FILE = /design/flow/constraint.sdc
export NUM_CORES = 4
export LEC_CHECK = 1
export CORE_AREA = 10 10 252 252
export DIE_AREA = 0 0 262 262
==> flow/constraint.sdc <==
current_design bypass

set clk_period 15.7
set clk_io_pct 0.2

create_clock -name clk0 -period $clk_period

set non_clock_inputs [all_inputs -no_clocks]
set_input_delay [expr $clk_period * $clk_io_pct] -clock clk0 $non_clock_inputs
set_output_delay [expr $clk_period * $clk_io_pct] -clock clk0 [all_outputs]
==> results.ini <==
[placed_design]
pre_cts_ws_ns=5.42
gp_congestion=0.949
placedCellCount=2438
dp_hpwl_mm=58.0
io_buffer_count=623

[logic_synthesis]
synth_cell_types=45
syn_avg_cell_area_um2=6.09
synth_area_mm2=0.00691
synth-xor-area-share=0.0791
ys_cells=1134
aoi_share=0.371
ys_area_mm2=0.00691
mux_area_frac=0.193
ys_seq_frac=0
ys_sh_simple=0.274
synthTopLogicFamily=AND-OR/OR-AND gates
yosys.area_share.adder=0
yosysWarningCount=1
synthCells=1134

[final_timing]
max_slew_margin=0.362
setup_viol=0
setup_ws_ns=5.45
fmax_mhz=97.5
maxSlewViolCount=0
finalCritPeriodShare=0.653
hold_viol=0
fin_hold_ws_ns=7.19
setup-tns-final_ns=0
worstMarginPinSlew_ns=0.949
rsz0062_at_grt=false
fin_crit_ns=10.25

[final_layout]
syn_to_final_growth_pct=102
regArea_um2=0
nClkBuffers=0
lay_top_cells=clkdlybuf4s50_1 (623), nor2_1 (172), mux2i_1 (133), nand2_1 (131), a21oi_1 (120)
drive_gt1_frac=0.0389
lay_top_count=clkdlybuf4s50_1
finalNonFillerCells=2443
nFlopsAndLatches=0

[min_path]
whs_path_depth=4
hold_class=in2out
hp-start=PC_dx[29]

[global_routing]
grt.total_usage=0.192
grt_max_degree=55
grt-ovfl-total=0
antenna_found_initial=11
grt_pass1_wl_mm=92.7
grt_pass1_vias=11500

[route]
vias=11600
drc=0
drtPass1Iterations=9
wire_per_inst_um=28.6
via_per_inst=4.73
antenna_left=0
initialDrtViolationCount=998
totalWireLength_mm=69.9

[pwr]
power_density_mw_per_mm2=24.6
vdd_ir_drop_max_mv=0.0130
p_leak_nw=5.16

[run]
warning_count=50
max-cap-violations=0

[floorplanning]
chipArea_mm2=0.0686
core-area_mm2=0.0578
initCoreUtil=0.120
ios=641
num_rows=88
die_x_um=262
die_h_um=262

[worst_setup_path]
cp_max_fo=18
critPathLaunch=InstrMW[23]
cp-start-kind=primary input
worst_setup_path_end_kind=output pin
critPathKind=in2out
crit_arrival_ns=7.11
worstPathRequired_ns=12.56

[clock_network]
postCtsHoldBufs=0
post_cts_resized=0
cts_setup_buffers=0

[status]
status=finished, final reports clean

## power breakdown
group           internal, mW  switching [mW]
combinational          0.201           0.143
clock          0.00000000974               0
sequential                 0               0
total                  0.201           0.143
## routing by layer
layer	wire, µm	part of all wire	GRT usage
met2	34000	0.49	0.332
met5	123	0.0018	0
met1	27800	0.40	0.236
met3	6240	0.089	0.0494
met4	1770	0.025	0.0425
## synthesized netlist by cell type, drive strengths merged
master / count / area [µm²]
or4: 3 / 22.5
nand2: 131 / 492
nor4bb: 1 / 10.0
a222oi: 27 / 270
mux2i: 133 / 1330
nand4: 3 / 25.0
nand2b: 3 / 18.8
buf: 43 / 274
nand4b: 2 / 17.5
or2: 2 / 15.0
and3: 2 / 12.5
nand3: 14 / 82.6
o22ai: 5 / 31.3
nor4b: 1 / 8.76
a211oi: 61 / 458
nor3: 14 / 95.1
clkbuf: 76 / 285
o21ai: 129 / 649
nand4bb: 1 / 11.3
xor2: 23 / 201
a31o: 1 / 8.76
xnor2: 33 / 345
inv: 3 / 11.3
nor2b: 1 / 6.26
a21oi: 121 / 606
a221o: 5 / 50.1
a31oi: 1 / 12.5
or3: 28 / 175
and2: 32 / 200
or4b: 1 / 10.0
nor2: 175 / 657
o221ai: 54 / 473
nor4: 4 / 37.5
a21boi: 1 / 7.51
## per-stage QoR
stage | util | total power, mW | cell area (µm²)
6_report | 0.242 | 0.344 | 14000
5_1_grt | 0.241 | 0.366 | 14000
4_1_cts | 0.241 | 0.348 | 14000
3_5_place_dp | 0.241 | 0.346 | 14000
3_3_place_gp | 0.241 | 0.345 | 14000
2_1_floorplan | - | 0.0890 | 6910
## cells by family after synthesis
| family | after synthesis |
|---|---|
| compound gates | 405 |
| xor+xnor | 56 |
| buf+inv | 122 |
| mux | 133 |
| simple gates | 418 |
## worst max-delay path, cell delays in order
cell and delay (ns):
clkdlybuf4s50_1 0.84, xnor2_1 0.19, nand3_1 0.14, nor3_4 0.19, buf_4 0.39, buf_4 0.42
mux2i_1 0.13, a211oi_1 0.76, a21oi_1 0.19, nor2_1 0.16, clkdlybuf4s50_1 0.50
## layout make-up
class	count	area, µm²
Antenna cell	5	12.5
Timing Repair Buffer	658	6500
Multi-Input combinational cell	1012	6490
Inverter	3	11.3
Fill cell	6319	43800
Tap cell	765	957
## worst paths after layout
kind / end
max: A_decode[3]
min: B_decode[29]
Power figures rest on the tool's default switching activity, not on a simulated workload.
