==> flow/design.v <==
module adder32(A, Bin, result, Cin, overflow);
    input [31:0] A, Bin;
    input Cin;
    output [31:0] result;
    output overflow;
    wire Cout;
    wire [31:0] Bsub, B;
    sub Binterm(Bin, Bsub);
    assign B = Cin ? Bsub : Bin;
    wire CinS1, CinS2, CinS3;
    wire ov0, ov1, ov2, ov3;
    wire P0, G0, P1, G1, P2, G2, P3, G3;   
    adder8 S0(A[7:0], B[7:0], Cin, result[7:0], ov0, P0, G0);
    wire w00;
    and PropS00(w00, P0, Cin);
    or cinS1(CinS1, G0, w00);
    adder8 S1(A[15:8], B[15:8], CinS1, result[15:8], ov1, P1, G1);
    wire w11, w12;
    and  PropS11(w11, P1, P0, Cin);
    and PropS12(w12, P1, G0);
    or cinS2(CinS2, G1, w11, w12);
    adder8 S2(A[23:16], B[23:16], CinS2, result[23:16], ov2, P2, G2);
    wire w21, w22, w23;
    and  PropS21(w21, P2, P1, P0, Cin);
    and PropS22(w22, P2, P1, G0);
    and PropS23(w23, P2, G1);
    or cinS3(CinS3, G2, w21, w22, w23);
    adder8 S3(A[31:24], B[31:24], CinS3, result[31:24], ov3, P3, G3);
    wire w31, w32, w33, w34;
    and  PropS31(w31, P3, P2, P1, P0, Cin);
    and PropS32(w32, P3, P2, P1, G0);
    and PropS33(w33, P3, P2, G1);
    and PropS34(w34, P3, G2);
    or cinS4(Cout, G3, w31, w32, w33, w34);
    assign overflow = ov3;
endmodule
module adder8(A, B, Cin, result, overflow, bigP, bigG);
    input [7:0] A, B;
    input Cin;
    output [7:0] result;
    output overflow, bigP, bigG;
    wire [7:0] prop, gen, C;
    or Prop0(prop[0], A[0], B[0]);
    and Gen0(gen[0], A[0], B[0]);
    or Prop1(prop[1], A[1], B[1]);
    and Gen1(gen[1], A[1], B[1]);
    or Prop2(prop[2], A[2], B[2]);
    and Gen2(gen[2], A[2], B[2]);
    or Prop3(prop[3], A[3], B[3]);
    and Gen3(gen[3], A[3], B[3]);
    or Prop4(prop[4], A[4], B[4]);
    and Gen4(gen[4], A[4], B[4]);
    or Prop5(prop[5], A[5], B[5]);
    and Gen5(gen[5], A[5], B[5]);
    or Prop6(prop[6], A[6], B[6]);
    and Gen6(gen[6], A[6], B[6]);
    or Prop7(prop[7], A[7], B[7]);
    and Gen7(gen[7], A[7], B[7]);
    wire w0;
    and And0(w0, prop[0], Cin);
    or C0(C[0], w0, gen[0]);
    wire w1, w11;
    and And1(w1, prop[1], prop[0], Cin);
    and And11(w11, prop[1], gen[0]);
    or C1(C[1], gen[1], w1, w11);
    wire w2, w21, w22;
    and And2(w2, prop[2], prop[1], prop[0], Cin);
    and And21(w21, prop[2], prop[1], gen[0]);
    and And22(w22, prop[2], gen[1]);
    or C2(C[2], gen[2], w2, w21, w22);
    wire w3, w31, w32, w33;
    and And3(w3, prop[3], prop[2], prop[1], prop[0], Cin);
    and And31(w31, prop[3], prop[2], prop[1], gen[0]);
    and And32(w32, prop[3], prop[2], gen[1]);
    and And33(w33, prop[3], gen[2]);
    or C3(C[3], gen[3], w3, w31, w32, w33);
    wire w4, w41, w42, w43, w44;
    and And4(w4, prop[4], prop[3], prop[2], prop[1], prop[0], Cin);
    and And41(w41, prop[4], prop[3], prop[2], prop[1], gen[0]);
    and And42(w42, prop[4], prop[3], prop[2], gen[1]);
    and And43(w43, prop[4], prop[3], gen[2]);
    and And44(w44, prop[4], gen[3]);
    or C4(C[4], gen[4], w4, w41, w42, w43, w44);
    wire w5, w51, w52, w53, w54, w55;
    and And5(w5, prop[5], prop[4], prop[3], prop[2], prop[1], prop[0], Cin);
    and And51(w51, prop[5], prop[4], prop[3], prop[2], prop[1], gen[0]);
    and And52(w52, prop[5], prop[4], prop[3], prop[2], gen[1]);
    and And53(w53, prop[5], prop[4], prop[3], gen[2]);
    and And54(w54, prop[5], prop[4], gen[3]);
    and And55(w55, prop[5], gen[4]);
    or C5(C[5], gen[5], w5, w51, w52, w53, w54, w55);
    wire w61, w62, w63, w64, w65, w66;
    and And6(w6, prop[6], prop[5], prop[4], prop[3], prop[2], prop[1], prop[0], Cin);
    and And61(w61, prop[6], prop[5], prop[4], prop[3], prop[2], prop[1], gen[0]);
    and And62(w62, prop[6], prop[5], prop[4], prop[3], prop[2], gen[1]);
    and And63(w63, prop[6], prop[5], prop[4], prop[3], gen[2]);
    and And64(w64, prop[6], prop[5], prop[4], gen[3]);
    and And65(w65, prop[6], prop[5], gen[4]);
    and And66(w66, prop[6], gen[5]);
    or C6(C[6], gen[6], w6, w61, w62, w63, w64, w65, w66);
    wire w7, w71, w72, w73, w74, w75, w76, w77;
    and And7(w7, prop[7], prop[6], prop[5], prop[4], prop[3], prop[2], prop[1], prop[0], Cin);
    and And71(w71, prop[7], prop[6], prop[5], prop[4], prop[3], prop[2], prop[1], gen[0]);
    and And72(w72, prop[7], prop[6], prop[5], prop[4], prop[3], prop[2], gen[1]);
    and And73(w73, prop[7], prop[6], prop[5], prop[4], prop[3], gen[2]);
    and And74(w74, prop[7], prop[6], prop[5], prop[4], gen[3]);
    and And75(w75, prop[7], prop[6], prop[5], gen[4]);
    and And76(w76, prop[7], prop[6], gen[5]);
    and And77(w77, prop[7], gen[6]);
    or C7(C[7], gen[7], w7, w71, w72, w73, w74, w75, w76, w77);
    xor S0(result[0], A[0], B[0], Cin);
    xor S1(result[1], A[1], B[1], C[0]);
    xor S2(result[2], A[2], B[2], C[1]);
    xor S3(result[3], A[3], B[3], C[2]);
    xor S4(result[4], A[4], B[4], C[3]);
    xor S5(result[5], A[5], B[5], C[4]);
    xor S6(result[6], A[6], B[6], C[5]);
    xor S7(result[7], A[7], B[7], C[6]);
    and propOut(bigP, prop[0], prop[1], prop[2], prop[3], prop[4], prop[5], prop[6], prop[7]);
    wire g0, g1, g2, g3, g4, g5, g6;
    and genOut0(g0, gen[0], prop[1], prop[2], prop[3], prop[4], prop[5], prop[6], prop[7]);
    and genOut1(g1, gen[1], prop[2], prop[3], prop[4], prop[5], prop[6], prop[7]);
    and genOut2(g2, gen[2], prop[3], prop[4], prop[5], prop[6], prop[7]);
    and genOut3(g3, gen[3], prop[4], prop[5], prop[6], prop[7]);
    and genOut4(g4, gen[4], prop[5], prop[6], prop[7]);
    and genOut5(g5, gen[5], prop[6], prop[7]);
    and genOut6(g6, gen[6], prop[7]);
    or genOut(bigG, gen[7], g6, g5, g4, g3, g2, g1, g0);
    xor Over(overflow, C[7], C[6]);
endmodule
module decode_stage(Instruction, PC_updated, A, B, regA, regB, PC_branch, multdiv, isbranch, branch_taken);
    input [31:0] Instruction, PC_updated, A, B;
    output [31:0] PC_branch;
    output [4:0] regA, regB;
    output multdiv;
    output isbranch, branch_taken;
    wire [4:0] opcode, ALU_opcode, rstatus, regB1, j, bne, jal, jr, blt, bex, r31;
    assign opcode = Instruction[31:27];
    assign ALU_opcode = Instruction[6:2];
    assign rstatus = 5'd30;
    assign r31 = 5'd31;
    assign j = 5'b00001;
    assign bne = 5'b00010;
    assign jal = 5'b00011;
    assign jr = 5'b00100;
    assign blt = 5'b00110;
    assign bex = 5'b10110;
    assign regA = Instruction[21:17];
    assign regB1 = (opcode == 5'b0) ? Instruction[16:12] : Instruction[26:22];
    assign regB = (opcode == bex) ? rstatus : regB1;
    wire [4:0] mult, div;
    assign mult = 5'b00110;
    assign div = 5'b00111;
    assign multdiv = ((opcode == 5'b0) && ((ALU_opcode == mult) || (ALU_opcode == div))) ? 1'b1 : 1'b0;
    assign isbranch = (opcode == j) || (opcode == bne) || (opcode == jal) || (opcode == jr) || (opcode == bex);
    wire[31:0] Immediate, target, bne_blt_branch;
    wire ovf;
    sx16 imm_sx(Instruction[16:0], Immediate);
    adder32 PC_bne(PC_updated, Immediate, bne_blt_branch, 1'b0, ovf);
    assign target[26:0] = Instruction[26:0];
    assign target[31:27] = 5'b0;
    wire[31:0] PC_branch1;
    assign PC_branch1 = ((opcode == j) || (opcode == jal) || (opcode == bex)) ? target : B;
    assign PC_branch = (opcode == bne) ? bne_blt_branch : PC_branch1;
    assign branch_taken = (opcode == j) || ((opcode == bne) && (A != B)) || (opcode == jal) || (opcode == jr) || ((opcode == bex) && (B != 32'b0));
endmodule
module sub(B, B1sub);
    input [31:0] B;
    output [31:0] B1sub;
    not B0sub(B1sub[0], B[0]);
    not BOnesub(B1sub[1], B[1]);
    not B2sub(B1sub[2], B[2]);
    not B3sub(B1sub[3], B[3]);
    not B4sub(B1sub[4], B[4]);
    not B5sub(B1sub[5], B[5]);
    not B6sub(B1sub[6], B[6]);
    not B7sub(B1sub[7], B[7]);
    not B8sub(B1sub[8], B[8]);
    not B9sub(B1sub[9], B[9]);
    not B10sub(B1sub[10], B[10]);
    not B11sub(B1sub[11], B[11]);
    not B12sub(B1sub[12], B[12]);
    not B13sub(B1sub[13], B[13]);
    not B14sub(B1sub[14], B[14]);
    not B15sub(B1sub[15], B[15]);
    not B16sub(B1sub[16], B[16]);
    not B17sub(B1sub[17], B[17]);
    not B18sub(B1sub[18], B[18]);
    not B19sub(B1sub[19], B[19]);
    not B20sub(B1sub[20], B[20]);
    not B21sub(B1sub[21], B[21]);
    not B22sub(B1sub[22], B[22]);
    not B23sub(B1sub[23], B[23]);
    not B24sub(B1sub[24], B[24]);
    not B25sub(B1sub[25], B[25]);
    not B26sub(B1sub[26], B[26]);
    not B27sub(B1sub[27], B[27]);
    not B28sub(B1sub[28], B[28]);
    not B29sub(B1sub[29], B[29]);
    not B30sub(B1sub[30], B[30]);
    not B31sub(B1sub[31], B[31]);
endmodule
module sx16(In, Out);
    input [16:0] In;
    output [31:0] Out;
    assign Out[16:0] = In;
    genvar i;
    generate
        for (i=17; i<32; i=i+1) begin: loop1
            assign Out[i] = In[16];
        end
    endgenerate
endmodule
==> flow/run.sh <==
#!/bin/bash
# OpenROAD 26Q1-2900-gdf79404cd8, Yosys 0.63+post, stock flow scripts
make -C /OpenROAD-flow-scripts/flow DESIGN_CONFIG=/design/flow/config.mk WORK_HOME=/design/flow/orfs finish
==> flow/config.mk <==
export PLATFORM = sky130hd
export DESIGN_NAME = decode_stage
export DESIGN_NICKNAME = decode_stage
export VERILOG_FILES = /design/flow/design.v
export SDC_FILE = /design/flow/constraint.sdc
export NUM_CORES = 4
export LEC_CHECK = 1
export CORE_UTILIZATION = 50
==> flow/constraint.sdc <==
current_design decode_stage

set clk_period 9.9
set clk_io_pct 0.2

create_clock -name clk0 -period $clk_period

set non_clock_inputs [all_inputs -no_clocks]
set_input_delay [expr $clk_period * $clk_io_pct] -clock clk0 $non_clock_inputs
set_output_delay [expr $clk_period * $clk_io_pct] -clock clk0 [all_outputs]
==> out/metrics.csv <==
metric,value,unit
DIE WIDTH,83.8,um
crit-path max FO,29,
ANT nets after route,0,
CP top delay family,buffers and inverters,
Final Cycle Share,77.5,%
Routed wire per std cell,15.6,um
dpl hpwl,9260,um
VDD IR-drop max,28.9,uV
cell count in the Yosys report,457,
"Seq share, synth",0,%
post-route setup TNS,0,ns
postcts setup bufs,0,
placed insts,695,
first-pass GRT wire length,17500,um
"top cells, area","ha_1 (26%), xor2_1 (11%), mux2i_1 (7.5%)",
fin crit period,7.67,ns
Final Max Slew Viols,0,
Gate power share,100.0,%
status,"finished, final reports clean",
hold_buf cts,0,
power density cells,43.5,nW/um^2
cell internal pwr,0.000126,W
Filler Cell Count,444,
"Chip Area, Yosys",3340,um^2
DRC violation total after the first TritonRoute iteration,130,
critical path endpoint category,primary output,
WS Path Type,primary input to primary output,
cell area after layout,5120,um^2
DRC,0,
input/output buffers,173,
Tool Warnings,76,
vias in the first global route,3604,
placed cell areas,5120,um^2
Synth Warn #,1,
hold crit path type,primary input to primary output,
CORE AREA,6390,um^2
final antenna diode count,0,
Syn Std Cell Area,3340,um^2
Layout Utilization,80.2,%
die height,83.8,um
"Setup violations, final",0,
Switching Fraction,43.3,%
share of cells above drive strength 1,4.05,%
largest net degree at the start of global routing,39,
GRT Util Overall,31.0,%
worst slew pin tran,0.691,ns
net switching power,0.0000966,W
Synth cell types,53,
crit path buf inv count,4,
leakage,2.22,nW
max_cap viols,0,
GP Congestion,0.996,
final wirelength,10800,um
gr ovfl total,0,
Critical Path Start,Instruction[16],
initial antenna violation count,0,
Achievable Freq,130,MHz
I/O pins,173,
critical-path cell list,clkdlybuf4s50_1 -> buf_4 -> inv_1 -> ha_1 -> nor2_1 -> nand2_1 -> nor3_1 -> a21oi_4 -> fa_1 -> xnor2_1 -> nand2_1 -> o21ai_0 -> clkdlybuf4s50_1,
Slowest cell on crit path,nor3_1,
Fin. Hold Viols,0,
Worst setup SP type,primary input,
Cells after Synth,457,
most common library cells after synthesis,"ha_1 (70), inv_1 (60), nand2_1 (43)",
Register Area,0,um^2
Sequential Power Share,0,%
drt pass-1 iters,4,
final cell count without fillers,695,
max_slew headroom,53.8,%
worst path arrival time,5.69,ns
synth-to-layout area growth,53.3,%
Area leader share,26.2,%
chip area,7010,um^2
CLK BUF,0,
clock share of power,0,%
Core Rows,29,
"slowest stage delay, CP",0.52,ns
Vias/cell,5.37,
"count leader, synth",ha_1,
RSZ-0062 raised after global routing,no,
cell type with the largest total area,ha_1,
vias,3734,
Pre-Place Util,52.3,%
mean area per synthesized cell,7.31,um^2
Seq cells,0,
worst path required time,7.92,ns
logic area,3050,um^2
HP Start,Instruction[20],
post-cts gate resize count,0,
## placed cells by master (no fill, tap or decap), types with 5 or more instances in the layout
master and count:
a21oi_1 17, xnor2_1 19, o21ai_0 31, inv_1 60, ha_1 70, nand2_1 43, o21bai_1 5, nor2b_1 11
nor2_1 24, nor4_1 25, clkdlybuf4s50_1 173, o21ai_1 6, mux2i_1 25, xor2_1 41
## power groups by stage
stage | logic, W | registers, W | clock network, W
6_report | 0.000223 | 0 | 0
4_1_cts | 0.000223 | 0 | 0
5_1_grt | 0.000245 | 0 | 0
## path summary, 6_finish.rpt
| path | slack, ns | cells after the start | end |
|---|---|---|---|
| max | 2.23 | 13 | PC_branch[25] |
| min | 4.77 | 2 | regA[3] |
## per-layer routing
metal / up-vias / routed length, um / track usage, %
li1: 1891 / - / -
met4: 0 / 272 / 7.09
met1: 1674 / 4960 / 44.7
met2: 151 / 4820 / 49.4
met3: 18 / 776 / 4.22
met5: - / 0 / 0
## area by class of cell
type / count / share of cell area, %
multi-input combinational: 382 / 59.5
inverter: 60 / 4.40
timing repair buffer: 176 / 34.2
tap: 77 / 1.88
## through the flow
step / power (W) / hold WS (ns) / setup WS [ns]
after floorplan: 0.000107 / 3.97 / 4.03
after global placement: 0.000218 / 4.78 / 2.37
after detailed placement: 0.000221 / 4.77 / 2.27
after CTS: 0.000223 / 4.77 / 2.25
after global routing: 0.000245 / 4.79 / 1.97
final: 0.000223 / 4.77 / 2.23
## kinds of logic (layout without fill, tap and decap cells)
group | after synthesis | in the layout | synth area share [%]
compound gates | 89 | 89 | 18.0
xor+xnor | 60 | 60 | 15.7
fa+ha+maj | 74 | 74 | 28.6
buf+inv | 75 | 236 | 9.17
mux | 29 | 29 | 8.84
simple gates | 130 | 130 | 19.7
No activity file was given, so power comes from the tool's default toggle rates.
